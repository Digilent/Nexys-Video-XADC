### /design/flow/design.v
`timescale 1ns / 1ps
module delay_ms (
    input        clk,
    input [11:0] delay_time_ms,
    input        delay_start,
    output       delay_done
);
    localparam  Idle = 0,
                Hold = 1,
                Done = 2;
    localparam  MAX = 17'd99999;
    reg [1:0] state=Idle;
    reg [11:0] stop_time=0, ms_counter=0;
    reg [16:0] clk_counter=0;
    assign delay_done = (state == Idle && delay_start == 1'b0) ? 1'b1 : 1'b0;
    always@(posedge clk)
        case (state)
        Idle: begin
            stop_time <= delay_time_ms;
            if (delay_start == 1'b1)
                state <= Hold;
        end
        Hold:
            if (ms_counter == stop_time && clk_counter == MAX)
                if (delay_start == 1'b1)
                    state <= Done;
                else
                    state <= Idle;
        Done:
            if (delay_start == 1'b0)
                state <= Idle;
        endcase
    always@(posedge clk)
        if (state == Hold)
            if (clk_counter == MAX) begin
                clk_counter <= 'b0;
                if (ms_counter == stop_time)
                    ms_counter <= 'b0;
                else
                    ms_counter <= ms_counter + 1'b1;
            end
            else
                clk_counter <= clk_counter + 1'b1;
        else begin
            clk_counter <= 'b0;
            ms_counter <= 'b0;
        end
endmodule
### /design/flow/run.sh
#!/bin/bash
# OpenROAD 26Q1-2900-gdf79404cd8, Yosys 0.63+post, stock flow scripts
make -C /OpenROAD-flow-scripts/flow DESIGN_CONFIG=/design/flow/config.mk WORK_HOME=/design/flow/orfs finish
### /design/flow/config.mk
export PLATFORM = sky130hd
export DESIGN_NAME = delay_ms
export DESIGN_NICKNAME = delay_ms
export VERILOG_FILES = /design/flow/design.v
export SDC_FILE = /design/flow/constraint.sdc
export NUM_CORES = 4
export LEC_CHECK = 1
export CORE_AREA = 10 10 110 110
export DIE_AREA = 0 0 120 120
### /design/flow/constraint.sdc
current_design delay_ms

set clk_period 2.7
set clk_io_pct 0.2

create_clock -name clk0 -period $clk_period [get_ports {clk}]

set non_clock_inputs [all_inputs -no_clocks]
set_input_delay [expr $clk_period * $clk_io_pct] -clock clk0 $non_clock_inputs
set_output_delay [expr $clk_period * $clk_io_pct] -clock clk0 [all_outputs]
==> metrics.cfg <==
[outcome]
run_status=complete, no violations

[cts]
post_cts_buffers=0
cts_sinks=43
cts_buffer_depth=2
clk_latency_ps=290
cts_tree=yes
cts-hold-fix-buffers=0
root_buffer=clkbuf_8
cts-resized-gates=0
cts_buffers=5
cts_max_level=2
clkTransAtPathRegs_ps=80

[final_timing]
final.setup.tns_ps=0
post-route-period-util_pct=87.0
slew_violations=0
fmax_ghz=0.426
tightest_slew_ps=675
relSlewSlack_pct=53.9
rsz0062_at_grt=false
fin_worst_skew_ps=3.18
hold_ws_ps=472
min_period_ps=2350
setup_violations=0
finalHoldViolations=0
fin_ws_ps=351

[power_and_ir_drop]
combPwrFrac_pct=19.1
power_density_mw_per_mm2=669
intPower_mw=1.22
leakage_nw=0.776
clkPwrFrac_pct=30.7
pwr-share-seq_pct=50.2
switchingPower_mw=0.449
ir_drop_uv=496
netSwitchingFraction_pct=26.9

[logic_synthesis]
avgSynthCellArea_um2=10.2
yosysChipArea_mm2=0.00209
ys_types=35
syn_area_mm2=0.00209
ys_cells=205
yosys_warnings=1
ys_ff=43
syn_inst=205
ys_seq_share_pct=47.9

[hold_path]
hold_class=flop to flop

[die]
die_y_um=120
core_area_mm2=0.00977
die_w_um=120
initial_core_util_pct=21.4
chipArea_mm2=0.0144
io_pins=15
rows=36

[job]
warnings=28
drv_cap=0

[placement]
post-place-ws_ps=375
gp_congestion=0.829
dp_hpwl_mm=2.50
portBuffers=14
dp_cells=344

[setup_path]
worst_ep_required_time_ps=2630
cp_max_fo=5
start_kind=flop
endpoint_kind=flop
arrival_ps=2280
crit_type=flop to flop

[final_layout]
fillCellCount=1040
fin_util_pct=25.5
drive_above_1_share_pct=8.68
instances_no_fill=352
syn_to_final_growth_pct=19.2

[drt]
num_antenna_cells=0
drt-initial-drc-count=98
avgViaCountPerCell=4.19
first_pass_iters=4
ant_nets=0
drc=0
wl_per_cell_um=9.95
via_count=1476
wl_mm=3.50

[grt]
grt_max_degree=24
overflow=0
grt_use_total_pct=4.90
grt_pass1_wl_mm=6.19
grt_pass1_vias=1354
grt_antenna_before_repair=0

-- cells by family after synthesis --
logic type               synth area share [%]
adder cells (fa/ha/maj)                  3.59
AND-OR/OR-AND                            10.0
AND/OR/NAND/NOR                          23.6
XOR/XNOR                                 11.3
buffers and inverters                    3.54
flip-flops                               47.9
-- path summary, 6_finish.rpt --
path | from | end | slack, ps | cells after the start
worst min-delay path | clk_counter[0] | clk_counter[0] | 470 | 1
worst min register to register | clk_counter[0] | clk_counter[0] | 470 | 1
worst max register to register | clk_counter[0] | state[1] | 350 | 6
worst max-delay path | clk_counter[0] | state[1] | 350 | 6
-- flip-flops by register name (all words and copies together) (netlist names) --
signal,flops
clk_counter,17
ms_counter,12
state,2
stop_time,12
-- synth_stat cells (all sizes together) --
cell,number,share of area (%)
nand2b,1,0.30
xor2,12,5.0
a21boi,3,1.1
or4,1,0.36
dfxtp,29,28
nor3,4,0.96
buf,4,1.6
nor4b,2,1.1
o21a,10,3.6
nand3,8,1.9
nand2,17,3.1
nor3b,2,0.72
or3,5,1.5
nand4,11,3.3
o21ai,3,0.72
nor4,7,3.3
ha,6,3.6
edfxtp,14,20
and3,5,1.5
inv,3,0.54
nand3b,1,0.36
clkbuf,8,1.4
nor2b,2,0.60
a2111oi,1,0.42
or2,2,0.60
o2bb2ai,10,4.2
and4,2,0.96
nor2,17,3.1
xnor2,15,6.3
-- routing by layer --
metal / track usage (%) / vias up / routed length (um)
met1: 6.68 / 686 / 1720
met4: 0.980 / 0 / 85
li1: - / 756 / -
met3: 0.714 / 6 / 95
met2: 8.18 / 28 / 1610
met5: 0 / - / 0
-- layout by cell type, fill, tap and decap left out, types with 2 or more instances in the layout --
master / netlist / layout
a21boi_0: 2 / 2
and3_1: 5 / 5
buf_4: 0 / 4
clkbuf_16: 0 / 2
clkbuf_8: 0 / 5
clkdlybuf4s50_1: 0 / 14
dfxtp_1: 29 / 29
edfxtp_1: 14 / 14
ha_1: 6 / 6
inv_1: 3 / 3
nand2_1: 17 / 17
nand3_1: 8 / 8
nand4_1: 11 / 11
nor2_1: 17 / 17
nor2b_1: 2 / 2
nor3_1: 4 / 3
nor3b_1: 2 / 2
nor4_1: 3 / 3
nor4_2: 4 / 4
o21a_1: 10 / 10
o21ai_0: 3 / 3
o2bb2ai_1: 10 / 10
or3_1: 5 / 5
xnor2_1: 15 / 15
xor2_1: 12 / 12
-- power by group through the flow --
stage	registers, mW	clock network [mW]	logic, mW
4_1_cts	0.839	0.525	0.327
5_1_grt	0.848	0.558	0.362
6_report	0.837	0.511	0.319
-- worst max-delay path, cell delays in order, from the launching register on --
cell	delay, ps
dfxtp_1	370
ha_1	220
and4_4	250
nand4_1	130
nor4_1	260
a21boi_0	150
a2111oi_0	600
-- stage by stage --
step           area, um2  total power [mW]
4_1_cts             2490              1.69
6_report            2490              1.67
5_1_grt             2490              1.77
3_3_place_gp        2370              1.17
3_5_place_dp        2370              1.18
2_1_floorplan       2090              1.06
-- cell type report --
class	count	area, um2	area share [%]
inverter	3	11.3	0.452
tap	133	166	6.68
timing repair buffer	18	170	6.83
clock buffer	8	123	4.92
multi-input combinational	147	1020	40.9
sequential	43	1000	40.2
Power and IR drop assume default switching activity.
