File: ./design.v
`timescale 1ns / 1ps
module bcd (
    input clk,
    input start,
    input [15:0] din,
    output done,
    output reg [31:0] dout
);
    localparam  S_IDLE=0,
                S_DONE=1,
                S_DIVIDE=2,
                S_NEXT_DIGIT=3,
                S_CONVERT=4;
    reg [2:0] state=S_IDLE;
    reg [31:0] data;
    reg [31:0] div;
    reg [31:0] mod;
    reg [1:0] byte_count;
    assign done = (state == S_IDLE || state == S_DONE) ? 1 : 0;
    always@(posedge clk)
        case (state)
        S_IDLE: begin
            if (start == 1) begin
                state <= S_DIVIDE;
                data <= ({16'b0, din} * 1000) >> 16;
                byte_count <= 0;
            end
        end
        S_DONE: begin
            if (start == 0)
                state <= S_IDLE;
        end
        S_DIVIDE: begin
            div <= data / 10;
            mod <= data % 10;
            state <= S_CONVERT;
        end
        S_NEXT_DIGIT: begin
            if (byte_count == 3)
                state <= S_DONE;
            else
                state <= S_DIVIDE;
            data <= div;
            byte_count <= byte_count + 1;
        end
        S_CONVERT: begin
            dout[23:0] <= dout[31:8];
            dout[31:24] <= mod + 8'h30;
            state <= S_NEXT_DIGIT;
        end
        default: begin
            state <= S_IDLE;
        end
        endcase
endmodule
File: ./run.sh
#!/bin/bash
# OpenROAD 26Q1-2900-gdf79404cd8, Yosys 0.63+post, stock flow scripts
make -C /OpenROAD-flow-scripts/flow DESIGN_CONFIG=/design/flow/config.mk WORK_HOME=/design/flow/orfs finish
File: ./config.mk
export PLATFORM = sky130hd
export DESIGN_NAME = bcd
export DESIGN_NICKNAME = bcd
export VERILOG_FILES = /design/flow/design.v
export SDC_FILE = /design/flow/constraint.sdc
export NUM_CORES = 4
export LEC_CHECK = 1
export CORE_UTILIZATION = 40
File: ./constraint.sdc
current_design bcd

set clk_period 9.5
set clk_io_pct 0.2

create_clock -name clk0 -period $clk_period [get_ports {clk}]

set non_clock_inputs [all_inputs -no_clocks]
set_input_delay [expr $clk_period * $clk_io_pct] -clock clk0 $non_clock_inputs
set_output_delay [expr $clk_period * $clk_io_pct] -clock clk0 [all_outputs]
==> flow_metrics.env <==
# source this file to load flow results
export IMPL_fin_setup_tns_ns=0
export IMPL_ys_area_um2=5770
export IMPL_grt_overflow=0
export IMPL_root_buffer="clkbuf_16"
export IMPL_mostFrequentLayoutCells="edfxtp_1 (62), ha_1 (54), fa_1 (53)"
export IMPL_core_um2=14000
export IMPL_port_buffers=50
export IMPL_cts_sinks=62
export IMPL_grt_usage_pct=15.0
export IMPL_netlist_instances=506
export IMPL_hp_class="flop to flop"
export IMPL_drtAntennaViolNets=0
export IMPL_vias=3882
export IMPL_routed_wl_um=10100
export IMPL_crit_slowest_cell="clkdlybuf4s50_1"
export IMPL_die_x_um=122
export IMPL_diodes=0
export IMPL_path_delay_family="adder cells"
export IMPL_async_reset_ff_share_pct=0
export IMPL_ys_ff=62
export IMPL_worst_path_max_fanout=6
export IMPL_vias_per_cell=5.27
export IMPL_wl_per_cell_um=13.7
export IMPL_grt_setup_unrepaired="no"
export IMPL_post_cts_setup_buffer_count=0
export IMPL_drc=0
export IMPL_crit_path_max_incr_delay_ns=0.58
export IMPL_worstPathArrival_ns=7.06
export IMPL_ys_types=81
export IMPL_antenna_found_initial=0
export IMPL_cts_max_path_buffers=2
export IMPL_ys_seq_share_pct=32.3
export IMPL_period_used_pct=73.8
export IMPL_io_pins=51
export IMPL_synthFlopType="edfxtp_1"
export IMPL_edf_count=62
export IMPL_cts_made_buffers=9
export IMPL_dr_pass1_iters=4
export IMPL_hold_violations=0
export IMPL_setup_viol_count_final=0
export IMPL_fin_skew_ns=0.00631
export IMPL_ctsHoldBuffers=0
export IMPL_initial_utilization_pct=41.3
export IMPL_finalCriticalPeriod_ns=7.01
export IMPL_syn_avg_cell_area_um2=11.4
export IMPL_start_kind="primary input"
export IMPL_ys_cells=506
export IMPL_fillers=1245
export IMPL_r2r_setup_slack_ns=3.61
export IMPL_slew_headroom_pct=48.4
export IMPL_fmax_mhz=143
export IMPL_critPathKind="primary input to flop"
export IMPL_clkSlewWorstSetupHoldPaths_ns=0.05
export IMPL_worstPathRequired_ns=9.55
export IMPL_path_buffers=3
export IMPL_holdWs_ns=0.417
export IMPL_place_hpwl_um=7940
export IMPL_grt_pass1_wl_um=17400
export IMPL_worstSkewPairLatency_ns=0.31
export IMPL_grt_pass1_vias=3765
export IMPL_die_y_um=122
export IMPL_cpMostUsedCell="fa_1"
export IMPL_cts_resized_gates=0
export IMPL_synth_warning_count=1
export IMPL_gp_congestion=0.852
export IMPL_grt_max_degree=33
export IMPL_drive_gt1_share_pct=8.80
export IMPL_cts_tree="built"
export IMPL_cap_violations=0
export IMPL_path_cells="clkdlybuf4s50_1 -> fa_1 -> inv_1 -> fa_1 -> fa_1 -> inv_1 -> fa_1 -> ha_1 -> a21o_1 -> a21o_1 -> a21o_1 -> a21oi_1 -> o21ai_0 -> a41o_1 -> o211a_1 -> nor3_1 -> o21bai_1 -> o31ai_1 -> xnor2_1 -> nor2_1"
export IMPL_log_warning_count=30
export IMPL_drt_iter0_drc=171
export IMPL_num_rows=43
export IMPL_chip_area_um2=14900
export IMPL_worstMarginPinSlew_ns=0.763
export IMPL_htree_num_levels=3
export IMPL_syn_area_um2=5770
export IMPL_status="finished clean"
export IMPL_drv_slew=0
export IMPL_final_common_cell="edfxtp_1"
export IMPL_syn2layout_area_growth_pct=16.3
export IMPL_end_kind="flop"
through the flow:
step | instances | util [%] | worst slack (ns) | cell area, um2
2_1_floorplan | 506 | - | 3.02 | 5770
3_3_place_gp | 721 | 46.0 | 2.21 | 6440
3_5_place_dp | 721 | 46.0 | 2.12 | 6440
4_1_cts | 737 | 48.0 | 2.46 | 6710
5_1_grt | 737 | 48.0 | 2.14 | 6710
6_report | 737 | 48.0 | 2.49 | 6710
state kept, by name, summed over array words and instances, names as in the netlist:
signal / cells
byte_count: 2
data: 10
mod: 8
state: 3
dout: 32
div: 7
synthesized netlist by cell type, types with 3 or more instances:
cell	instances	area [um2]
a211oi_1	5	37.5
a21o_1	11	82.6
a21oi_1	18	90.1
a31oi_1	3	18.8
and2_1	3	18.8
and3_1	3	18.8
buf_2	4	20.0
clkbuf_1	10	37.5
edfxtp_1	62	1860
fa_1	53	1060
ha_1	54	676
inv_1	33	124
mux2i_1	7	70.1
nand2_1	26	97.6
nand2b_1	9	56.3
nand3_1	8	40.0
nand3b_1	3	22.5
nor2_1	37	139
nor2b_1	3	18.8
nor3_1	18	90.1
nor3b_1	3	22.5
o211a_1	3	30.0
o211ai_1	3	22.5
o21a_1	4	30.0
o21ai_0	14	70.1
o21ai_1	6	30.0
o31ai_1	7	52.6
or3_1	8	50.1
xnor2_1	16	140
xor2_1	4	35.0
final timing paths:
check	start	to	cells past startpoint
setup / recovery	din[2]	data[9]$_SDFFCE_PP0P_	20
hold / removal	mod[3]$_DFFE_PP_	dout[27]$_DFFE_PP_	0
setup reg to reg	data[7]$_SDFFCE_PP0P_	mod[3]$_DFFE_PP_	18
hold reg to reg	mod[3]$_DFFE_PP_	dout[27]$_DFFE_PP_	0
logic make-up (layout without fill, tap and decap cells):
family | after synthesis | count (layout) | synth area share (%)
AND/OR/NAND/NOR | 145 | 145 | 13.9
adder cells (fa/ha/maj) | 109 | 109 | 30.4
AND-OR/OR-AND | 108 | 108 | 14.9
flip-flops | 62 | 62 | 32.3
buffers and inverters | 54 | 105 | 3.99
XOR/XNOR | 20 | 20 | 3.04
multiplexers | 8 | 8 | 1.47
layout make-up:
type                    instances  area (um2)  share of cell area, %
clock buffers                   9         225                   3.36
clock inverters                 7        48.8                  0.727
inverters                      34         128                   1.90
multi-input cells             390        3680                   54.9
flip-flops and latches         62        1860                   27.7
well taps                     180         225                   3.36
repair buffers                 55         538                   8.02
per-layer routing:
| layer | wire length, um | GRT usage, % | up-vias | share of wire (%) |
|---|---|---|---|---|
| met5 | 0 | 0 | - | 0 |
| met4 | 38 | 0.762 | 0 | 0.38 |
| met3 | 466 | 3.10 | 7 | 4.6 |
| met2 | 4700 | 23.1 | 74 | 47 |
| met1 | 4870 | 24.1 | 1851 | 48 |
| li1 | - | - | 1950 | - |
worst register-to-register path, cell delays in order (launching register included):
cell and delay, ns:
edfxtp_1 0.64, nor2_2 0.24, inv_1 0.09, ha_1 0.36
and2b_1 0.25, a211oi_1 0.36, nor3_2 0.08, buf_4 0.20
a22oi_2 0.58, nor4_1 0.21, o32a_1 0.44, nand4b_2 0.31
o211a_1 0.28, a21oi_1 0.20, and3_1 0.35, mux2_4 0.35
nor4b_4 0.35, mux2i_1 0.27, xnor2_1 0.08
