$ cat flow/run.sh
#!/bin/bash
# OpenROAD 26Q1-2900-gdf79404cd8, Yosys 0.63+post, stock flow scripts
make -C /OpenROAD-flow-scripts/flow DESIGN_CONFIG=/design/flow/config.mk WORK_HOME=/design/flow/orfs finish
$ cat flow/config.mk
export PLATFORM = sky130hd
export DESIGN_NAME = SpiCtrl
export DESIGN_NICKNAME = SpiCtrl
export VERILOG_FILES = /design/flow/design.v
export SDC_FILE = /design/flow/constraint.sdc
export NUM_CORES = 4
export LEC_CHECK = 1
export CORE_AREA = 10 10 92 92
export DIE_AREA = 0 0 102 102
$ cat flow/constraint.sdc
current_design SpiCtrl

set clk_period 2.1
set clk_io_pct 0.2

create_clock -name clk0 -period $clk_period [get_ports {clk}]

set non_clock_inputs [all_inputs -no_clocks]
set_input_delay [expr $clk_period * $clk_io_pct] -clock clk0 $non_clock_inputs
set_output_delay [expr $clk_period * $clk_io_pct] -clock clk0 [all_outputs]
$ cat flow/design.v
`timescale 1ns / 1ps
module SpiCtrl (
    input        clk,
    input        send_start,
    input  [7:0] send_data,
    output       send_ready,
    output       CS,
    output       SDO,
    output       SCLK
);
    localparam  Idle   = 0,
                Send   = 1,
                HoldCS = 2,
                Hold   = 3;
    localparam  COUNTER_MID = 4,
                COUNTER_MAX = 9,
                SCLK_DUTY = 5;
    reg [2:0]   state = Idle;
    reg [7:0]   shift_register=0;
    reg [3:0]   shift_counter=0;
    wire        clk_divided;
    reg [4:0]   counter=0;
    reg         temp_sdo;
    assign SCLK = (counter < SCLK_DUTY) | CS;
    assign SDO = temp_sdo | CS | (state == HoldCS ? 1'b1 : 1'b0);
    assign CS = (state != Send && state != HoldCS) ? 1'b1 : 1'b0;
    assign send_ready = (state == Idle && send_start == 1'b0) ? 1'b1 : 1'b0;
    always@(posedge clk)
        case (state)
        Idle: begin
            if (send_start == 1'b1)
                state <= Send;
        end
        Send: begin
            if (shift_counter == 8 && counter == COUNTER_MID) begin
                state <= HoldCS;
            end
        end
        HoldCS: begin
            if (shift_counter == 4'd3)
                state <= Hold;
        end
        Hold: begin
            if (send_start == 1'b0)
                state <= Idle;
        end
        endcase
    always@(posedge clk)
        if (state == Send && ~(counter == COUNTER_MID && shift_counter == 8)) begin
            if (counter == COUNTER_MAX)
                counter <= 0;
            else
                counter <= counter + 1'b1;
        end else
            counter <= 'b0;
    always@(posedge clk)
        if (state == Idle) begin
            shift_counter <= 'b0;
            shift_register <= send_data;
            temp_sdo <= 1'b1;
        end
        else if (state == Send) begin
            if (counter == COUNTER_MID) begin
                temp_sdo <= shift_register[7];
                shift_register <= {shift_register[6:0], 1'b0};
                if (shift_counter == 4'b1000)
                    shift_counter <= 'b0;
                else
                    shift_counter <= shift_counter + 1'b1;
            end
        end
        else if (state == HoldCS) begin
            shift_counter <= shift_counter + 1'b1;
        end
endmodule
==> results_slide.txt <==
Run Summary

Yosys
  • Main area contributors: edfxtp_1 (28%), dfxtp_1 (18%), ha_1 (12%), mux2_2 (8.3%), inv_1 (3.8%)
  • Adders+Majority by Area: roughly 12%
  • Top non-seq family: simple AND/OR/NAND/NOR gates
  • #FFs+latches synth: 20
  • Async S/R FF share, synth: 0%
  • Mapped Cells: 98
  • Mux frac, synth: 9.24%
  • Aoi share: between 10% and 20%
  • Sequential share of the synthesized area: 46.2%
  • Mean post-synth cell area: about 11 um2
  • Post-Synth Simple-Gate Area: 15.9%
  • Top-area cell share: between 20% and 30%
  • Yosys cell count: 98
  • Top FF cell, synth: edfxtp_1
  • Area leader, netlist: edfxtp_1
  • Post-Syn Area: approximately 1100 um2
  • Post-synth EDFFs: 10
  • Yosys stat chip area: between 1000 and 1500 um2
  • Synth unique cells: 33
  • XOR/XNOR Area Share: roughly 2.4%
  • Ys Warns: 1

Layout
  • Layout area overhead: 30.3%
  • Share of layout cells above drive strength 1: about a fifth
  • Most frequent logic cell in the layout: clkdlybuf4s50_1
  • Most frequent cells in the layout: clkdlybuf4s50_1 (12), dfxtp_1 (10), edfxtp_1 (10)

Critical path
  • Critical path endpoint category: output port
  • Max incr delay on CP: between 0.3 and 0.4 ns
  • CP Data Required Time: 1.68 ns
  • Slowest cell on crit path: edfxtp_1
  • R2r setup slk: about 0.4 ns
  • Critical path class: register to output port
  • Worst-path fanout max: 3
  • Critical Path AT: 1.59 ns
  • CP cell instances: inv_2 -> ha_4 -> inv_1 -> or3_1 -> dlygate4sd2_1
  • Startpoint types: register

Drt
  • Antenna Cells: 0
  • Post-detailed-routing wire length: 2040 um
  • Wirelength per Cell: 10.4 um
  • Drt drc: 0
  • Via total after detailed routing: around 760
  • DRT Pass-1 Iters: 4
  • Post-DRT Antenna Nets: 0
  • Routed vias/inst: approximately 3.9
  • DRT iter0 DRCs: 17

Job
  • Tool Warnings: 32
  • MaxCap Viol Count: 0

Global route
  • GRT Residual Overflow: 0
  • Met1 Use GR: 5.67%
  • First-pass GRT wire length: roughly 3600 um
  • Vias in the first global route: slightly below 800
  • GRT met2 Usage: roughly 6.3%
  • Gr busiest metal: met2
  • Number of antenna violations at the first check in global routing: 0
  • GR Util met3: under 10%
  • Largest net degree at the start of global routing: 14
  • Total global-route track usage: around 4.1%

Die
  • Die Size: 10400 um2
  • Initial Util: 16.8%
  • Area of the core: 6460 um2
  • Top-level port count: 14
  • Die width: between 100 and 150 um
  • Die height: between 100 and 150 um
  • Row count: 29

Clock tree
  • Latest clock arrival within the worst-skew pair: between 0.2 and 0.3 ns
  • # H-tree levels: 1
  • CTS tree: yes
  • Total CTS buffers: 3
  • CTS Hold Bufs: 0
  • Clock Sinks: 20
  • Clock slew at reported path FFs: 0.07 ns
  • Max Root-Sink Buffers: 2
  • Root Buffer: clkbuf_8

Power
  • Lkg Pwr: 0.504 nW
  • Power per cell area: roughly 1200 nW/um2
  • Peak supply drop: approximately 270 uV
  • Pwr Total: 0.00170 W

Placed design
  • Port bufs: 13
  • Global placer's final weighted congestion: between 0.8 and 0.9
  • Post-DP HPWL: roughly 1500 um

Timing
  • Tmin final: approximately 2.0 ns
  • Fmax: around 0.5 GHz
  • Slew margin rel.: approximately three quarters
  • Final Max Tran Viols: 0
  • Worst Skew: between 0.002 and 0.0025 ns
  • Final setup fails: 0
  • Final hold violations: 0
  • Final period util: between 90% and 100%
  • RSZ-0062 raised after global routing: no
  • Slew @ Worst Pin: around 0.40 ns
  • Final setup TNS: 0 ns

Min path
  • Worst min path class: register to register

Status
  • Status: finished, final reports clean
[path summary, 6_finish.rpt]
check,cells after the start,from,to
setup / recovery,5,state[0]$_DFFE_PP_,SDO
setup reg to reg,5,state[1]$_DFFE_PP_,state[0]$_DFFE_PP_
hold / removal,1,temp_sdo$_SDFFE_PN1P_,temp_sdo$_SDFFE_PN1P_
hold reg to reg,1,temp_sdo$_SDFFE_PN1P_,temp_sdo$_SDFFE_PN1P_
[layout make-up]
| class | count | area, um2 |
|---|---|---|
| Multi-Input combinational cell | 65 | 554 |
| Timing Repair Buffer | 19 | 174 |
| Tap cell | 77 | 96.3 |
| Inverter | 11 | 41.3 |
| Sequential cell | 20 | 500 |
| Clock buffer | 3 | 41.3 |
| Clock inverter | 1 | 3.75 |
| Fill cell | 684 | 5050 |
[synth_stat cells, types with 2 or more instances]
| library cell | instances |
|---|---|
| nand3_1 | 3 |
| ha_1 | 10 |
| xor2_1 | 2 |
| and3_1 | 2 |
| nand2_1 | 5 |
| edfxtp_1 | 10 |
| nor2b_1 | 2 |
| a211oi_1 | 4 |
| nor2_1 | 8 |
| mux2_2 | 8 |
| clkbuf_1 | 2 |
| inv_1 | 11 |
| o21ai_0 | 2 |
| dfxtp_1 | 10 |
[power breakdown]
group          total (W)  switching [W]  internal, W
registers       0.000657      0.0000616     0.000596
logic           0.000794       0.000398     0.000396
clock network   0.000251       0.000120     0.000130
[sequential cells by signal, indices dropped and copies added (netlist names)]
| signal | cells |
|---|---|
| counter | 5 |
| shift_counter | 4 |
| shift_register | 8 |
| state | 2 |
| temp_sdo | 1 |
[critical path, delay by kind of cell (launching register included)]
family	cells	cell delay (ns)
buf+inv	3	0.37
simple gates	1	0.33
fa+ha+maj	1	0.27
flops	1	0.37
[metal layers]
metal / routed length, um / vias to the layer above
met2: 905 / 14
met5: 0 / -
li1: - / 391
met1: 1000 / 352
met3: 127 / 0
met4: 0 / 0
[through the flow]
stage	worst slack, ns	area (um2)	instances	utilization, %	hold slack [ns]
final	0.0948	1410	196	21.9	0.463
after global routing	0.00646	1410	196	21.9	0.485
after floorplan	0.437	1080	98	-	0.428
after detailed placement	0.0823	1320	188	20.4	0.452
after global placement	0.125	1320	188	20.4	0.451
after CTS	0.0324	1410	196	21.9	0.469
[what timing repair did]
action                     CTS  global route
setup buffers                4             0
hold endpoints to repair     0             0
setup endpoints to repair    2             0
resized                      6             0
[kinds of logic (layout without fill, tap and decap cells)]
logic type,count (synthesis),after routing
muxes,9,9
buffers and inverters,13,34
AOI/OAI and AO/OA,15,15
DFF,20,20
and+or+nand+nor,28,28
adders and majority gates,10,10
xor gates and xnor gates,3,3
No activity file was given, so power comes from the tool's default toggle rates.
